File: design/flow/config.mk
export PLATFORM = sky130hd
export DESIGN_NAME = UART_wrapper
export DESIGN_NICKNAME = UART_wrapper
export VERILOG_FILES = /design/flow/design.v
export SDC_FILE = /design/flow/constraint.sdc
export NUM_CORES = 4
export LEC_CHECK = 1
export CORE_AREA = 10 10 114 114
export DIE_AREA = 0 0 124 124
File: design/flow/constraint.sdc
current_design UART_wrapper

set clk_period 4.3
set clk_io_pct 0.2

create_clock -name clk0 -period $clk_period [get_ports {i_clk}]

set non_clock_inputs [all_inputs -no_clocks]
set_input_delay [expr $clk_period * $clk_io_pct] -clock clk0 $non_clock_inputs
set_output_delay [expr $clk_period * $clk_io_pct] -clock clk0 [all_outputs]
File: design/flow/design.v
module UART(
    input   wire       i_clk,
    input   wire       i_rst,
    input   wire [7:0] i_data,
    input   wire       i_we,
    output  wire       o_data,
    output  wire       o_busy
);
    parameter D = 234;  
    parameter L = 8;    
    reg [9:0]      r_data;
    reg [L-1:0]    r_wait;       
    reg [3:0]      r_cnt;
    reg            r_state;
    assign o_data       =   r_data[0];
    assign o_busy       =   (r_state == 1);
    always @(posedge i_clk or posedge i_rst) begin
        if(i_rst) begin
            r_state     <= 0;
            r_wait       <= 0;
            r_cnt   <= 4'd0;
            r_data      <= 10'b1111111111;
        end else begin
            case (r_state)
                0: begin
                    if (i_we) begin
                        r_state <= 1;
                        r_data <= {1'b1, i_data, 1'b0};
                    end
                end
                1: begin
                    if (r_wait == D-1) begin
                        if (r_cnt == 4'd9) begin
                            r_state <= 0;
                            r_wait <= 0;
                            r_cnt <= 4'd0;
                        end else begin
                            r_data <= {1'b1, r_data[9:1]};
                            r_wait <= 0;
                            r_cnt <= r_cnt + 1'b1;
                        end
                    end else begin
                        r_wait <= r_wait + 1'b1;
                    end
                end
            endcase
        end
    end
endmodule
module UART_wrapper (
    input   wire i_clk,
    input   wire i_rst,
    output  wire o_txd
);
    parameter D = 234;
    parameter L = 8;
    reg [1:0]   r_state;
    reg         r_we;
    reg [7:0]   r_data;
    reg [3:0]   r_cnt;
    wire        w_busy;
    UART # (
        .D(D),
        .L(L)
    ) uart (
        .i_clk  (i_clk  ),
        .i_rst  (i_rst  ),
        .i_data (r_data ),
        .i_we   (r_we   ),
        .o_data (o_txd  ),
        .o_busy (w_busy )
    );
    always @(posedge i_clk or posedge i_rst) begin
        if (i_rst) begin
            r_state <= 2'b00;
            r_we    <= 1'b0;
            r_cnt   <= 4'd0;
        end else begin
            case (r_state)
                2'b00: begin
                    case (r_cnt)
                        4'd0 : r_data <= 8'h48;  
                        4'd1 : r_data <= 8'h65;  
                        4'd2 : r_data <= 8'h6c;  
                        4'd3 : r_data <= 8'h6c;  
                        4'd4 : r_data <= 8'h6f;  
                        4'd6 : r_data <= 8'h20;  
                        4'd7 : r_data <= 8'h57;  
                        4'd8 : r_data <= 8'h6f;  
                        4'd9 : r_data <= 8'h72;  
                        4'd10: r_data <= 8'h6c;  
                        4'd11: r_data <= 8'h64;  
                        4'd12: r_data <= 8'h0d;  
                        4'd13: r_data <= 8'h0a;  
                        default: r_data <= 8'h00;
                    endcase
                    r_we    <= 1'b1;
                    r_state <= 2'b01;
                end
                2'b01: begin
                    if (!w_busy) begin
                        r_we    <= 1'b0;
                        if (r_cnt == 4'd13) begin
                            r_state <= 2'b10;
                        end else begin
                            r_state <= 2'b00;
                            r_cnt <= r_cnt + 1'b1;
                        end
                    end
                end
                2'b10: begin
                    r_we    <= 1'b0;
                    r_cnt   <= 4'd0;
                    r_state <= 2'b10;
                end
            endcase
        end
    end
endmodule
File: design/flow/run.sh
#!/bin/bash
# OpenROAD 26Q1-2900-gdf79404cd8, Yosys 0.63+post, stock flow scripts
make -C /OpenROAD-flow-scripts/flow DESIGN_CONFIG=/design/flow/config.mk WORK_HOME=/design/flow/orfs finish
==> results.json <==
{
  "grt.overflow.total": 0,
  "finalWorstSetupSlack_ns": 2.158,
  "holdCritStartpoint": "uart.r_data[0]$_DFFE_PP1P_",
  "synth_stat.cells": 163,
  "clk_latency_ns": 0.29,
  "number_of_buffers_added_by_the_clock_tree_synthesis_step": 5,
  "outcome": "finished clean",
  "tool_warnings": 28,
  "finClkSkew_ns": 0.007652,
  "placement_rows": 37,
  "n_antenna_cell": 0,
  "timing.reg2reg.worst_path_depth": 3,
  "grt_antenna_before_repair": 0,
  "critical_path_peak_fanout": 2,
  "ctsRootBufferMaster": "sky130_fd_sc_hd__clkbuf_8",
  "ir_drop_mv": 0.1122,
  "worst_hold_path.endpoint": "uart.r_data[0]$_DFFE_PP1P_",
  "layout_worst_path_cycle_share_pct": 49.82,
  "crit_path_top_delay_cell": "sky130_fd_sc_hd__dfstp_2",
  "fin_tns_setup_ns": 0,
  "routability_driven_placement_congestion_ratio": 0.8368,
  "cp_slowest_stage_delay_ns": 0.53,
  "timing.setup.critical_path_class": "reg -> out",
  "boundaryPins": 3,
  "clkSlewWorstSetupHoldPaths_ns": 0.07,
  "flow.area_growth_from_synthesis_pct": 13.95,
  "synth-edff-count": 7,
  "post-dp-hpwl_um": 2130,
  "syn-cell-area_sq_um": 1883,
  "cp_data_arrival_time_ns": 1.28,
  "critical_path.reg2reg.startpoint": "uart.r_state$_DFF_PP0_",
  "final_util_pct": 20.60,
  "vias_per_cell": 3.987,
  "core_area_sq_um": 10420,
  "drt_pre_antenna_iters": 4,
  "initial_utilization_pct": 18.08,
  "post-route-min-period_ns": 2.142,
  "async_reset_ff_share_pct": 81.08,
  "finalHoldViolations": 0,
  "worstSetupEndpointType": "output pin",
  "setup.worst_path.start_class": "flip-flop",
  "yosysChipArea_sq_um": 1883,
  "placement.setup.worst_slack_ns": 2.193,
  "yosys_register_bits": 37,
  "maxClockFrequency_mhz": 466.8,
  "power.leakage_nw": 0.8455,
  "min-delay-path-class": "reg -> reg",
  "critical_path_cell_sequence": "clkdlybuf4s50_1",
  "worst_slew_pin_slew_ns": 0.7461,
  "max_cap_viol_count": 0,
  "power.density_nw_per_um2": 278.8,
  "syn-instance-count": 163,
  "post_cts_resized": 0,
  "place.port_buffers": 2,
  "cts_tree": "built",
  "placed_area_sq_um": 2059,
  "cp_data_required_time_ns": 3.44,
  "finalMaxSlewViolations": 0,
  "ys.warnings.count": 2,
  "number_of_post_cts_setup_repair_buffers": 0,
  "grt_start_max_net_pins": 31,
  "timing.critical_path.buf_inv": 1,
  "die_height_um": 124,
  "postCtsHoldBufs": 0,
  "clk_path_buf_depth": 2,
  "syn_area_per_cell_sq_um": 11.55,
  "slew_headroom_pct": 50.26,
  "setup_repair_after_global_routing_missed_its_margin": "false",
  "die_x_um": 124,
  "routed-via-count": 1216,
  "wire_length_of_the_first_global_routing_pass_um": 5609,
  "avgRoutedWirePerCell_um": 10.30,
  "worst_path_dominant_cell_family": "flip-flops",
  "synth_seq_share_pct": 51.69,
  "clock_sinks": 37,
  "routed_wirelength_um": 3143,
  "antenna_left": 0,
  "synthDistinctLibCells": 43,
  "setup_viol_count_final": 0,
  "hold_depth": 2,
  "post_route_cells_drive_above_1_share_pct": 23.08,
  "grt_usage_pct": 4.305,
  "final_design_area_no_fill_sq_um": 2146,
  "postSynth.topFlopCell": "sky130_fd_sc_hd__dfrtp_1",
  "grt_pass1_vias": 1214,
  "rrSetupSlack_ns": 2.32,
  "route.detailed.drc": 0,
  "design.die.area_sq_um": 15380,
  "initial_drc_count": 20,
  "ctsHtreeMaxLevel": 2,
  "rr_endpoint": "uart.r_data[4]$_DFFE_PP1P_"
}
[cell usage in the layout, fill, tap and decap left out, drive strengths merged, types with 2 or more instances in the layout]
cell type / instances
ha: 6
inv: 8
clkbuf: 5
a21o: 2
xor2: 3
dfstp: 10
mux2: 15
o21ai: 8
nor3: 2
nor2b: 6
clkinv: 2
clkdlybuf4s50: 2
edfxtp: 7
or3: 2
nand4bb: 2
nand2b: 4
nor2: 11
a22o: 3
and4bb: 2
o31ai: 3
nand4: 6
nand2: 6
xnor2: 3
nand3: 3
dfrtp: 20
a21oi: 9
mux2i: 4
[synth_stat cells (all sizes together), types with 4 or more instances]
| master | count | share of area, % |
|---|---|---|
| ha | 6 | 4.0 |
| dfstp | 10 | 14 |
| dfrtp | 20 | 27 |
| nand2b | 4 | 1.3 |
| edfxtp | 7 | 11 |
| nand2 | 6 | 1.2 |
| a21oi | 9 | 2.4 |
| nor2 | 11 | 2.3 |
| nand4 | 6 | 2.0 |
| mux2i | 4 | 2.1 |
| nor2b | 6 | 2.0 |
| o21ai | 8 | 2.1 |
| mux2 | 15 | 9.0 |
| inv | 8 | 1.6 |
[layout make-up]
type,instances,area [sq um]
well taps,136,170.2
multi-input cells,113,858.3
inverters,8,30.03
fillers,1115,8270
flip-flops and latches,37,973.4
clock buffers,5,68.82
clock inverters,3,17.52
repair buffers,3,27.53
[registers in the layout, summed over array words and instances (netlist names)]
register      flops
r_cnt             4
r_we              1
uart.r_state      1
uart.r_cnt        4
uart.r_wait       8
r_state           3
r_data            7
uart.r_data       9
[layer usage]
layer	up-vias	GRT usage (%)	share of wire, %	routed length (um)
li1	605	-	-	-
met1	590	6.413	53	1654
met2	16	6.258	42	1332
met3	5	1.056	3.0	95
met4	0	0.8633	1.9	60
met5	-	0	0	0
[worst max-delay path by stage]
stage / start / to / cells after the start
after CTS: uart.r_data[0]$_DFFE_PP1P_ / o_txd / 1
after global routing: uart.r_data[0]$_DFFE_PP1P_ / o_txd / 1
final: uart.r_data[0]$_DFFE_PP1P_ / o_txd / 1
[through the flow]
step	total power, W	cells	hold WS, ns
final	0.0005983	305	0.4724
after global routing	0.0006264	305	0.5085
after CTS	0.0006080	305	0.4804
after detailed placement	0.0003707	297	0.4721
after global placement	0.0003706	297	0.4704
after floorplan	0.0003670	163	0.4416
[logic make-up (layout without fill, tap and decap cells)]
group | count (synthesis) | after routing | share of synthesized area (%)
XOR/XNOR | 6 | 6 | 2.791
AND/OR/NAND/NOR | 48 | 48 | 15.08
flip-flops | 37 | 37 | 51.69
AND-OR/OR-AND | 34 | 34 | 12.63
multiplexers | 19 | 19 | 11.10
buffers and inverters | 13 | 19 | 2.724
adder cells (fa/ha/maj) | 6 | 6 | 3.987
[power breakdown]
part | switching (W) | internal [W] | total [W]
Sequential | 0 | 0.000356 | 0.000356
Clock | 0.000123 | 0.000112 | 0.000235
Combinational | 0.00000560 | 0.00000147 | 0.00000707
[worst min-delay path, stage by stage (launching register included)]
cell                      delay (ns)
sky130_fd_sc_hd__dfstp_2        0.37
sky130_fd_sc_hd__nand2_1        0.05
sky130_fd_sc_hd__mux2i_1        0.05
Power figures rest on the tool's default switching activity, not on a simulated workload.
