File: /design/flow/run.sh
#!/bin/bash
# OpenROAD 26Q1-2900-gdf79404cd8, Yosys 0.63+post, stock flow scripts
make -C /OpenROAD-flow-scripts/flow DESIGN_CONFIG=/design/flow/config.mk WORK_HOME=/design/flow/orfs finish
File: /design/flow/config.mk
export PLATFORM = sky130hd
export DESIGN_NAME = led1_receive
export DESIGN_NICKNAME = led1_receive
export VERILOG_FILES = /design/flow/design.v
export SDC_FILE = /design/flow/constraint.sdc
export NUM_CORES = 4
export LEC_CHECK = 1
export CORE_UTILIZATION = 30
File: /design/flow/constraint.sdc
current_design led1_receive

set clk_period 2.6
set clk_io_pct 0.2

create_clock -name clk0 -period $clk_period [get_ports {i_clk}]

set non_clock_inputs [all_inputs -no_clocks]
set_input_delay [expr $clk_period * $clk_io_pct] -clock clk0 $non_clock_inputs
set_output_delay [expr $clk_period * $clk_io_pct] -clock clk0 [all_outputs]
File: /design/flow/design.v
module led1_receive (
    input wire i_clk,
    input wire i_rst,
    input wire i_data,
    output wire o_led,
    output wire o_error
);
    parameter D = 234;  
    parameter L = 8;    
    parameter ERROR_DURATION = 1350000;  
    reg [1:0] r_state = 2'b00;
    reg [L-1:0]    r_wait;   
    reg [3:0] r_cnt;
    reg [7:0] r_data = 8'b00000000;
    reg       r_led = 0;
    reg r_error = 0;
    reg error_counter = 0;
    assign o_led = r_led;
    assign o_error = r_error;
    always @(posedge i_clk or posedge i_rst) begin
        if (i_rst) begin
            r_state <= 2'b00;
            r_cnt <= 0;
            r_wait <= 0;
            r_data <= 0;
            r_error <= 0;
            error_counter <= 0;
        end else begin
            case (r_state)
                2'b00: begin  
                    r_data <= 0;
                    r_error <= 0;
                    if (i_data == 0) begin
                        if (r_wait == D/2) begin
                            r_state <= 2'b01;
                            r_wait <= 0;
                            r_cnt <= 0;
                        end else begin
                            r_wait <= r_wait + 1'b1;
                        end
                    end else begin
                        r_wait <= 0;
                    end
                end
                2'b01: begin  
                    if (r_wait == D-1) begin
                        r_wait <= 0;
                        r_data <= {i_data, r_data[7:1]};
                        r_cnt <= r_cnt + 1'b1;
                        if (r_cnt == 7) begin
                            r_state <= 2'b10;
                            r_cnt <= 0;
                        end
                    end else begin
                        r_wait <= r_wait + 1'b1;
                    end
                end
                2'b10: begin  
                    if (r_wait == D-1) begin
                        if (i_data == 1) begin  
                            if (r_led == 0 && r_data == 8'h01) begin
                                r_led <= 1;
                            end else if (r_led == 1 && r_data == 8'h01) begin
                                r_led <= 0;
                            end
                            r_state <= 2'b00;  
                        end else begin
                            r_state <= 2'b11;
                        end
                        r_wait <= 0;
                    end else begin
                        r_wait <= r_wait + 1'b1;
                    end
                end
                2'b11: begin  
                    r_error <= 1;
                    if (error_counter < ERROR_DURATION) begin
                        error_counter <= error_counter + 1'b1;   
                    end else begin
                        r_state <= 2'b00;   
                        r_error <= 0;   
                    end
                end
            endcase
        end
    end
endmodule
==> results.json <==
{
  "io_pins": 5,
  "dp_cells": 204,
  "fin_ws_ns": 0.633,
  "postCtsHoldBufs": 0,
  "grt_overflow": 0,
  "tightest_slew_ns": 0.575,
  "finalCritPeriodShare": 0.757,
  "hold_viol": 0,
  "wirelength_um": 2600,
  "crit_path_start_kind": "register",
  "gp_congestion": 0.835,
  "startpoint": "r_state[1]$_DFFE_PP0P_",
  "drive_gt1_frac": 0.0897,
  "worstSetupEndpointType": "register",
  "htree_levels": 1,
  "ys_seq_frac": 0.417,
  "fp_util": 0.323,
  "drt_iter0_drc": 53,
  "reg2reg_slack_ns": 0.63,
  "io_buffers": 4,
  "clock-sinks": 24,
  "rsz0062_at_grt": "no",
  "fp.dieW_um": 71.6,
  "cts-resized-gates": 0,
  "drv_slew": 0,
  "drv_cap": 0,
  "path_class": "reg2reg",
  "clock.fmax_mhz": 508,
  "die_h_um": 71.6,
  "pre_cts_ws_ns": 0.620,
  "cts.clk_slew.worst_paths_ns": 0.08,
  "hp-start": "r_error$_DFFE_PP0P_",
  "cts_tree": "yes",
  "track_usage": 0.111,
  "p_leak_nw": 0.659,
  "post_cts_buffers": 0,
  "yosys_cells": 152,
  "status": "complete, no violations",
  "root_buffer": "clkbuf_8",
  "yosysWarnings": 1,
  "worstPathArrival_ns": 2.11,
  "powerDensity_nw_per_um2": 444,
  "area_growth_pct": 10.8,
  "diodes": 0,
  "setup_violations": 0,
  "chip_area_um2": 5130,
  "drt.antenna.violating_nets": 0,
  "postSynthAreaPerCell_um2": 9.57,
  "max_slew_margin": 0.616,
  "total_power_mw": 0.715,
  "grt_pass1_vias": 1003,
  "synth_cell_types": 44,
  "syn_area_um2": 1450,
  "post-route-drc-count": 0,
  "hpwl_um": 1920,
  "final.setup.tns_ns": 0,
  "grt_start_max_net_pins": 19,
  "first_pass_iters": 4,
  "post-route-min-period_ns": 1.97,
  "synth_cells": 152,
  "viasPerCell": 5.32,
  "clockBufferDepth": 2,
  "rows": 24,
  "wl_per_cell_um": 12.5,
  "ir_worst_vdd_uv": 473,
  "core_region_area_um2": 4500,
  "clk_latency_ns": 0.27,
  "cp_max_fo": 14,
  "antenna_found_initial": 0,
  "hp-class": "reg2reg",
  "cts_buffers": 3,
  "grt_first_pass_wirelength_um": 4510,
  "timing.rr.start": "r_state[1]$_DFFE_PP0P_",
  "warnings": 31,
  "yosys_area_um2": 1450,
  "synth_flops": 24,
  "worst_ep_required_time_ns": 2.74,
  "via_count": 1107,
  "skew_ns": 0.00421,
  "stdcell_count": 208
}
## cell families after synthesis
group / after synthesis / synth area share
and+or+nand+nor: 56 / 0.225
AOI/OAI and AO/OA: 41 / 0.204
DFF: 24 / 0.417
buffers and inverters: 19 / 0.0551
adders and majority gates: 9 / 0.0775
muxes: 3 / 0.0224
## cell usage after synthesis
library cell,number,share of area
or3b_2,1,0.0060
nand2_1,10,0.026
a21oi_1,7,0.024
ha_1,9,0.077
o211ai_1,1,0.0052
and2_1,3,0.013
nor2_1,8,0.021
a21boi_0,1,0.0052
nand4b_1,1,0.0060
or2_1,1,0.0043
a41o_1,1,0.0069
edfxtp_1,1,0.021
buf_6,1,0.0077
o31ai_1,3,0.015
o21bai_1,1,0.0052
mux2i_1,1,0.0069
and4_1,1,0.0060
o41ai_2,1,0.011
or2_2,1,0.0043
buf_2,1,0.0034
a31oi_1,2,0.0086
mux2_2,1,0.0077
nand3_1,13,0.045
mux2_1,1,0.0077
and3_1,1,0.0043
dfrtp_1,23,0.40
o21ai_2,2,0.012
nor4_1,2,0.0086
o22ai_1,2,0.0086
inv_1,14,0.036
nand4_1,4,0.017
o2bb2ai_1,3,0.018
a221o_1,3,0.021
a311o_1,1,0.0069
nand4bb_4,1,0.019
nand4bb_1,1,0.0077
clkbuf_1,3,0.0077
o21ai_1,10,0.034
or3_1,3,0.013
nand2b_1,4,0.017
a211oi_2,1,0.0086
nand3_2,1,0.0069
a21bo_1,1,0.0069
a211o_1,1,0.0060
## stage by stage
step / cell area [um^2] / utilization / hold slack (ns)
4_1_cts: 1610 / 0.358 / 0.524
3_5_place_dp: 1540 / 0.342 / 0.501
6_report: 1610 / 0.358 / 0.519
2_1_floorplan: 1450 / - / 0.454
3_3_place_gp: 1540 / 0.342 / 0.490
5_1_grt: 1610 / 0.358 / 0.542
## final timing paths
path                                          to  cells past startpoint
max                        r_data[5]$_DFFE_PP0P_                      6
min                          r_error$_DFFE_PP0P_                      1
max reg2reg                r_data[5]$_DFFE_PP0P_                      6
min reg2reg                  r_error$_DFFE_PP0P_                      1
max in group asynchronous  r_wait[2]$_DFFE_PP0P_                      3
min in group asynchronous   r_cnt[2]$_DFFE_PP0P_                      2
## final cells by class
cell class | instances | area (um^2)
Sequential cell | 24 | 606
Multi-Input combinational cell | 109 | 768
Clock buffer | 3 | 41.3
Clock inverter | 1 | 30.0
Timing Repair Buffer | 5 | 47.5
Tap cell | 52 | 65.1
Fill cell | 435 | 2890
Inverter | 14 | 52.6
## per-layer routing
layer	up-vias	GRT usage	share of wire
li1	566	-	-
met1	518	0.176	0.54
met2	21	0.167	0.41
met3	2	0.0228	0.039
met4	0	0.00871	0.0073
met5	-	0	0
## power by group
group          internal (mW)  switching [mW]
logic                0.00451         0.00955
clock network          0.206           0.120
registers              0.375               0
## critical path, cell delays in order (launching register included)
cell and delay [ns]:
dfrtp_1 0.43, inv_1 0.14, ha_1 0.35, inv_1 0.12, or3_1 0.57, nand3_1 0.16, o21ai_1 0.07
## state kept, by name, indices dropped and copies added, names as in the netlist
name and cells:
r_data 8, r_state 2, r_cnt 4, r_error 1
r_led 1, r_wait 8
## cell usage in the layout (no fill, tap or decap), types with 2 or more instances in the layout
| cell | instances |
|---|---|
| o21ai_1 | 10 |
| o21ai_2 | 2 |
| nand2_1 | 10 |
| and2_1 | 3 |
| or3_1 | 3 |
| a221o_1 | 3 |
| o2bb2ai_1 | 3 |
| clkbuf_8 | 3 |
| inv_1 | 14 |
| dfrtp_1 | 23 |
| o22ai_1 | 2 |
| a31oi_1 | 2 |
| a21oi_1 | 7 |
| o31ai_1 | 3 |
| nand4_1 | 4 |
| clkdlybuf4s50_1 | 4 |
| ha_1 | 9 |
| nor4_1 | 2 |
| nor2_1 | 8 |
| nand3_1 | 13 |
| nand2b_1 | 4 |
No activity file was given, so power comes from the tool's default toggle rates.
