<file path="/design/flow/design.v">
module receive (
    input wire i_clk,
    input wire i_rst,
    input wire i_data,
    output wire [7:0] o_data ,
    output wire o_error
);
    parameter D = 234;  
    parameter L = 8;    
    reg [1:0] r_state = 2'b00;
    reg [L-1:0]    r_wait;   
    reg [3:0] r_cnt;
    reg [7:0] r_data = 8'b00000000;
    reg [7:0] r_dout = 8'b00000000;
    reg r_error = 0;
    assign o_data = r_dout;
    assign o_error = r_error;
    always @(posedge i_clk or posedge i_rst) begin
        if (i_rst) begin
            r_state <= 2'b00;
            r_cnt <= 0;
            r_wait <= 0;
            r_data <= 0;
            r_dout <= 0;
            r_error <= 0;
        end else begin
            case (r_state)
                2'b00: begin  
                    r_data <= 0;
                    r_dout <= 0;
                    r_error <= 0;
                    if (i_data == 0) begin
                        if (r_wait == D/2) begin
                            r_state <= 2'b01;
                            r_wait <= 0;
                            r_cnt <= 0;
                        end else begin
                            r_wait <= r_wait + 1;
                        end
                    end else begin
                        r_wait <= 0;
                    end
                end
                2'b01: begin  
                    if (r_wait == D-1) begin
                        r_wait <= 0;
                        r_data <= {i_data, r_data[7:1]};
                        r_cnt <= r_cnt + 1;
                        if (r_cnt == 7) begin
                            r_state <= 2'b10;
                            r_cnt <= 0;
                        end
                    end else begin
                        r_wait <= r_wait + 1;
                    end
                end
                2'b10: begin  
                    if (r_wait == D-1) begin
                        if (i_data == 1) begin  
                            r_dout <= r_data;
                            r_state <= 2'b00;  
                        end else begin
                            r_state <= 2'b11;
                        end
                        r_wait <= 0;
                    end else begin
                        r_wait <= r_wait + 1;
                    end
                end
                2'b11: begin  
                    r_error <= 1;
                    r_state <= 2'b00;  
                end
            endcase
        end
    end
endmodule
</file>
<file path="/design/flow/run.sh">
#!/bin/bash
# OpenROAD 26Q1-2900-gdf79404cd8, Yosys 0.63+post, stock flow scripts
make -C /OpenROAD-flow-scripts/flow DESIGN_CONFIG=/design/flow/config.mk WORK_HOME=/design/flow/orfs finish
</file>
<file path="/design/flow/config.mk">
export PLATFORM = sky130hd
export DESIGN_NAME = receive
export DESIGN_NICKNAME = receive
export VERILOG_FILES = /design/flow/design.v
export SDC_FILE = /design/flow/constraint.sdc
export NUM_CORES = 4
export LEC_CHECK = 1
export CORE_AREA = 10 10 105 105
export DIE_AREA = 0 0 115 115
</file>
<file path="/design/flow/constraint.sdc">
current_design receive

set clk_period 3.2
set clk_io_pct 0.2

create_clock -name clk0 -period $clk_period [get_ports {i_clk}]

set non_clock_inputs [all_inputs -no_clocks]
set_input_delay [expr $clk_period * $clk_io_pct] -clock clk0 $non_clock_inputs
set_output_delay [expr $clk_period * $clk_io_pct] -clock clk0 [all_outputs]
</file>
==> notes.md <==
fresh numbers from the pnr run: fin crit period=2.03 ns, Worst VDD drop=197 uV, crit path launch type=register, io pins=12, total global-route track usage=5.04%, setup violators final=0, count of buffers added by post-CTS timing repair for setup=0, number of resized instances in the post-cts repair step=0, Unique cell types=50, average instance area after synthesis=9.79 um2, number of global-route vias before repair=1,172, Synthesized registers=31, launch point of the worst hold path=r_data[0]$_DFFE_PP0P_, total clock buffers created by CTS=5, Core Util, Final=23.1%, cells in synth_stat.txt=173, antenna violations before repair=0, Async SR Flop Fraction=100%, clock network fraction of total power=49.8%, relative area change from synthesis to final layout=19.5%, Final Routed Wirelength=3.18 mm, Hold Buf Count CTS=0, number of port buffers=11, Most used DFF post-synth=dfrtp_1, Pint=0.000647 W, cell area power density=399 mW/mm2, Largest type area fraction=45.8%, Tot Pwr=0.000807 W, Critical path origin=r_state[1]$_DFFE_PP0P_, worst reg2reg startpoint=r_state[1]$_DFFE_PP0P_, most area-hungry cell type in the Yosys netlist=dfrtp_1, H-tree depth=2, fin. max-slew vios=0, final cycle utilization of the critical path=63.5%, Longest Clk Path Bufs=2, top achievable clock speed=492 MHz, total number of warnings across the stage logs=30, Critical Path Fanout Max=10, maxcap violations=0, Routed WL per cell=10.8 um, count of library flops with an enable pin=0, endpoint kind of the worst setup timing path=register, wire length of the first global-routing pass=5.64 mm, Leak Pwr=0.849 nW, routed length on met2=1.25 mm, sequential share of power=48.6%, Net Switching=0.000160 W, Min Hold Slack=0.484 ns, fillcell total=935, residual DRC count=0, via-per-instance ratio=4.18, CTS tree=built, result of the run=finished, final reports clean, sum of net half-perimeters after detailed placement=2.23 mm, library cell used as clock root buffer=clkbuf_8, path category of the worst min-delay check=register to register, vertical extent of the die=115 um, largest cells by area after synthesis=dfrtp_1, nand2_1, ha_1, Crit Path Category=register to register, iteration-0 DRC count of the detailed router=73, worst path setup slack after routing=1.17 ns, GR Overflow Total=0, Seq share, synth=45.8%, combinational fraction of design power=1.6%, share of total power consumed by net switching=19.8%, CTS clock-pin slew for the worst setup and hold paths=0.07 ns, hold violation total from the final report=0, setup clock skew after layout=0.00655 ns, row count=34, tally of yosys warning messages=1, arrival time at the worst endpoint=2.21 ns, Sinks on Clock Net=31, met1 wire length=1.66 mm, final weighted congestion of routability-driven global placement=0.829, Crit path required time=3.38 ns, length of the first detailed-routing pass in iterations=4, maximum number of pins on one net before global-route repair=32, detailed-route via count=1,229, Die Width=115 um, total die size=0.0132 mm2, final sum of negative setup slack=0 ns, combined area of all synthesized cells=0.00169 mm2, met3 wire len=212 um, highest routed metal layer=met4, core area=0.00876 mm2, RSZ-0062 raised after global routing=false, Initial Utilization=19.3%, worst relative slew slack=49.5%, placement-stage worst setup slack=0.946 ns, clock network latency to the later pin of the worst-skew pair=0.29 ns, number of routed nets with antenna violations=0, measured slew at the worst slew-check pin=0.754 ns, gate count of the mapped netlist=173, number of inserted diodes=0, share of final-layout standard cells stronger than drive strength 1=10.8%, synthesis area per yosys=0.00169 mm2
-- state kept, by name, indices dropped and copies added, names as in the netlist --
register	cells
r_cnt	4
r_data	8
r_dout	8
r_error	1
r_state	2
r_wait	8
-- cells by family (layout without fill, tap and decap cells) --
group           count (synthesis)  after routing  synth area share (%)
fa+ha+maj                       8              8                  5.91
compound gates                 44             44                  18.5
buf+inv                        23             36                  5.91
xor+xnor                        3              3                  1.55
flops                          31             31                  45.8
mux                             3              3                  2.14
simple gates                   61             61                  20.2
-- final timing paths --
check                      slack, ns                     to  cells past startpoint
max                             1.17   r_cnt[0]$_DFFE_PP0P_                      5
min                             0.48  r_dout[0]$_DFFE_PP0P_                      2
max reg2reg                     1.17   r_cnt[0]$_DFFE_PP0P_                      5
min reg2reg                     0.48  r_dout[0]$_DFFE_PP0P_                      2
max in group asynchronous       2.16  r_wait[4]$_DFFE_PP0P_                      3
min in group asynchronous       0.74  r_data[5]$_DFFE_PP0P_                      3
-- cell type report --
cell class	instances	area (um2)	area share, %
multi-input cells	119	818	40.4
flip-flops and latches	31	776	38.3
well taps	108	135	6.67
repair buffers	12	118	5.81
clock buffers	6	82.6	4.08
inverters	16	60.1	2.97
clock inverters	2	35.0	1.73
-- metal layers --
metal  global-route usage [%]  vias up
met4                    0.743        0
met2                     7.24       18
li1                         -      633
met1                     7.15      571
met3                     2.06        7
met5                        0        -
-- cells in the mapped netlist (all sizes together), types with 2 or more instances --
cell type and count:
a211oi 2, a21boi 2, a21oi 3, a41oi 2
buf 5, clkbuf 2, dfrtp 31, ha 8
inv 16, mux2 2, nand2 29, nand2b 3
nand3 13, nand4bb 2, nor2 4, nor3 3
o211ai 2, o21a 3, o21ai 19, o311ai 2
o31ai 3, xnor2 2
-- metrics by stage --
stage	area, um2	instances
after floorplan	1690	173
after global placement	1910	286
after detailed placement	1910	286
after CTS	2020	294
after global routing	2020	294
final	2020	294
-- power groups by stage --
| stage | Sequential, W | Combinational (W) | Clock [W] |
|---|---|---|---|
| 4_1_cts | 0.000392 | 0.0000137 | 0.000408 |
| 5_1_grt | 0.000391 | 0.0000154 | 0.000426 |
| 6_report | 0.000392 | 0.0000130 | 0.000402 |
-- cells in the final DEF, fill, tap and decap left out, types with 2 or more instances in the layout --
cell / instances
nand3_4: 2
a21oi_1: 3
dfrtp_1: 31
nand4bb_1: 2
o21ai_0: 17
nand3_1: 11
clkdlybuf4s50_1: 11
nand2_1: 28
nor3_1: 2
nor2_1: 4
o21ai_1: 2
o31ai_1: 2
o21a_1: 2
xnor2_1: 2
a41oi_1: 2
o211ai_1: 2
inv_1: 16
clkbuf_8: 6
nand2b_1: 3
ha_1: 8
-- worst max-delay path, stage by stage, from the launching register on --
cell and delay, ns:
dfrtp_1 0.39, inv_1 0.10, ha_1 0.33, nand2b_1 0.40, a211oi_4 0.37, mux2_4 0.32
Power is estimated from default activity; no workload was simulated.
